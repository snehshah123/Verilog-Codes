--- ./design.v ---
module Project8 (
  input [3:0] x0,
  input [3:0] h0,
  input [3:0] x1,
  input [3:0] h1,
  output reg[6:0] y0,
  output reg[6:0] y1,
  output reg[6:0] y2
);
  reg [6:0] a, b, c, d;
  integer i, j;
  integer n = 7 ;
  always @* begin
    for (i = 0; i < 7; i = i + 1) begin
      a[i] = 0;
      for (j = 0; j <= i && j < 4; j = j + 1) begin
        if (i == 4 && j > 0) begin
          a[i] = a[i] + x0[j] * h0[i - j];
        end else if (i == 5 && j > 1) begin
          a[i] = a[i] + x0[j] * h0[i - j];
        end else if (i == 6 && j > 2) begin
          a[i] = a[i] + x0[j] * h0[i - j];
        end else if (i < 4 && j < 4) begin
          a[i] = a[i] + x0[j] * h0[i - j];
        end
      end
    end
  end
  always @* begin
    for (i = 0; i < 7; i = i + 1) begin
      b[i] = 0;
      for (j = 0; j <= i && j < 4; j = j + 1) begin
        if (i == 4 && j > 0) begin
          b[i] = b[i] + x0[j] * h1[i - j];
        end else if (i == 5 && j > 1) begin
          b[i] = b[i] + x0[j] * h1[i - j];
        end else if (i == 6 && j > 2) begin
          b[i] = b[i] + x0[j] * h1[i - j];
        end else if (i < 4 && j < 4) begin
          b[i] = b[i] + x0[j] * h1[i - j];
        end
      end
    end
  end
  always @* begin
    for (i = 0; i < 7; i = i + 1) begin
      c[i] = 0;
      for (j = 0; j <= i && j < 4; j = j + 1) begin
        if (i == 4 && j > 0) begin
          c[i] = c[i] + x1[j] * h0[i - j];
        end else if (i == 5 && j > 1) begin
          c[i] = c[i] + x1[j] * h0[i - j];
        end else if (i == 6 && j > 2) begin
          c[i] = c[i] + x1[j] * h0[i - j];
        end else if (i < 4 && j < 4) begin
          c[i] = c[i] + x1[j] * h0[i - j];
        end
      end
    end
  end
  always @* begin
    for (i = 0; i < 7; i = i + 1) begin
      d[i] = 0;
      for (j = 0; j <= i && j < 4; j = j + 1) begin
        if (i == 4 && j > 0) begin
          d[i] = d[i] + x1[j] * h1[i - j];
        end else if (i == 5 && j > 1) begin
          d[i] = d[i] + x1[j] * h1[i - j];
        end else if (i == 6 && j > 2) begin
          d[i] = d[i] + x1[j] * h1[i - j];
        end else if (i < 4 && j < 4) begin
          d[i] = d[i] + x1[j] * h1[i - j];
        end
      end
    end
  end
  always @* begin
    y0 = a;
    y1 = b + c;
    y2 = d;
  end
endmodule
--- ./run.sh ---
#!/bin/bash
# OpenROAD 26Q1-2900-gdf79404cd8, Yosys 0.63+post, stock flow scripts
make -C /OpenROAD-flow-scripts/flow DESIGN_CONFIG=/design/flow/config.mk WORK_HOME=/design/flow/orfs finish
--- ./config.mk ---
export PLATFORM = sky130hd
export DESIGN_NAME = Project8
export DESIGN_NICKNAME = Project8
export VERILOG_FILES = /design/flow/design.v
export SDC_FILE = /design/flow/constraint.sdc
export NUM_CORES = 4
export LEC_CHECK = 1
export CORE_AREA = 10 10 96 96
export DIE_AREA = 0 0 106 106
--- ./constraint.sdc ---
current_design Project8

set clk_period 5.9
set clk_io_pct 0.2

create_clock -name clk0 -period $clk_period

set non_clock_inputs [all_inputs -no_clocks]
set_input_delay [expr $clk_period * $clk_io_pct] -clock clk0 $non_clock_inputs
set_output_delay [expr $clk_period * $clk_io_pct] -clock clk0 [all_outputs]
==> metrics.yaml <==
outcome: "finished, final reports clean"
setup_slack_ns: 0.968
cts_resized: 0
fp.dieW_um: 106
wl_per_cell_um: 10.5
rsz0062_at_grt: "no"
setup-violations-final: 0
finalHoldViolCount: 0
slew_headroom_pct: 77.4
top_cells_by_count: "nand2_1, xor2_1, xnor2_1, buf_2"
synth_cells: 133
grt_usage_pct: 4.87
worst_pin_slew_ns: 0.339
insertedDiodeCount: 0
grt_max_degree: 9
synthXorXnorAreaFrac_pct: 43.6
drive_gt1_share_pct: 1.85
crit_arrival_ns: 3.75
synth_area_leader_cell: "nand2_1"
yosys_area_um2: 843
fp.coreArea_um2: 7210
ys_top_logic_family: "XOR/XNOR gates"
syn_area_per_cell_um2: 6.34
crit_chain: "clkdlybuf4s50_1 > nand2_1 > xor2_1 > fa_1 > a211oi_2 > o21bai_1 > a21oi_2 > xnor2_1 > clkdlybuf4s50_1"
antenna_found_initial: 0
yosys.area.top_type_share_pct: 25.8
instances_no_fill: 261
post-route-min-period_ns: 4.93
grt_pass1_wl_um: 4580
max_cap_viol_count: 0
swShare_pct: 38.5
hold_path_class: "primary input to primary output"
first_global_vias: 908
clkbuf_count: 0
top_cells_by_area: "nand2_1, xor2_1, xnor2_1, ha_1, buf_2"
netlist_area_um2: 843
ctsHoldBuffers: 0
adder_share_pct: 11.3
post_cts_buffers: 0
p_clk_share_pct: 0
start_kind: "primary input"
regArea_um2: 0
synth.cellmix.compoundShare_pct: 10.1
ant_nets: 0
area_growth_pct: 53.9
tool_warnings: 32
synth_cell_type_count: 15
place_inst: 261
drcViolationCount: 0
drt_iter0_markers: 31
slowest_delay_ns: 0.67
drt-total-wl_um: 2740
ys_sh_simple_pct: 30.3
timing.fmax_ghz: 0.203
viasPerCell: 3.36
hpwl_um: 2390
die_area_um2: 11200
fp.dieH_um: 106
crit_top_cell: "clkdlybuf4s50_1"
total_leakage_power_uw: 0.000487
yosys.cell_count.top_type: "nand2_1"
routabilityCongestion: 0.806
cp.required_ns: 4.72
cp_num_buf_inv: 2
seq_area_frac_synth_pct: 0
overflow: 0
drtPass1Iterations: 3
vdd_drop_max_mv: 0.0227
yosys-stat-cells: 133
period_used_pct: 83.6
tns_ns: 0
power_density_nw_per_um2: 134
crit_fanout: 8
dp_slack_ns: 0.945
crit_slowest_cell: "clkdlybuf4s50_1"
port-buffer-count: 37
muxShareOfSynthArea_pct: 0
fin_util_pct: 18.0
ios: 37
ff_count: 0
critPathKind: "primary input to primary output"
drv_slew: 0
power.internal_uw: 107
placementRows: 31
yosysWarnings: 1
combPwrFrac_pct: 100.0
fp_util_pct: 11.7
pwr-share-seq_pct: 0
p_sw_uw: 67.0
crit_family: "buffers and inverters"
endpoint_kind: "primary output"
via_count: 878
total_power_uw: 174
per-layer routing:
metal | up-vias | track usage (%) | routed length (um)
li1 | 470 | - | -
met1 | 394 | 5.16 | 1100
met2 | 14 | 9.58 | 1430
met3 | 0 | 1.59 | 207
met4 | 0 | 0 | 0
met5 | - | 0 | 0
placed cells by master (no fill, tap or decap):
| cell type | synthesis | routed |
|---|---|---|
| a211oi_1 | 1 | 1 |
| a21oi_2 | 1 | 1 |
| a21o_2 | 1 | 1 |
| o21ai_0 | 2 | 2 |
| and2_1 | 6 | 6 |
| fa_1 | 1 | 1 |
| nand2_1 | 58 | 58 |
| xnor2_1 | 20 | 20 |
| ha_1 | 6 | 6 |
| a21o_1 | 1 | 1 |
| o21bai_1 | 2 | 2 |
| a211oi_2 | 1 | 1 |
| xor2_1 | 22 | 22 |
| clkdlybuf4s50_1 | 0 | 37 |
| a21oi_1 | 3 | 3 |
final timing paths:
check | from | to | slack [ns] | cells after the start
setup / recovery | h1[1] | y1[6] | 0.97 | 9
hold / removal | x1[0] | y2[1] | 3.50 | 4
kinds of logic after synthesis:
group	Yosys count
buf+inv	8
fa+ha+maj	7
simple gates	64
compound gates	12
xor+xnor	42
tightest hold or removal path: stages:
cell and delay [ns]:
clkdlybuf4s50_1 0.53, nand2_1 0.12, xor2_1 0.07, clkdlybuf4s50_1 0.42
final cells by class:
class                      count  area (um2)
fill                         831        5920
multi-input combinational    125         803
timing repair buffer          37         370
tap                           99         124
power by group through the flow:
stage | Combinational, uW | Sequential, uW | Clock [uW]
final | 174 | 0 | 0
after global routing | 196 | 0 | 0
after CTS | 180 | 0 | 0
through the flow:
step	instance area (um2)	hold WS (ns)
after floorplan	843	2.43
after global placement	1300	3.52
after detailed placement	1300	3.51
after CTS	1300	3.51
after global routing	1300	3.56
final	1300	3.50
Power and IR drop assume default switching activity.
