File: /design/flow/design.v
module sneh67 (
	input [5:0]address ,
	input enable ,
	input clk ,
	input rw ,
	output reg [7:0]data         
	) ;
reg [7:0]memory[7:0] ;
integer i ;
initial
	begin
		for (i = 0; i < 8; i = i + 1) begin
			memory[i] = i ;
		end
	end
always @(posedge clk)
	begin
		if (enable == 1)
			begin
				data = 0 ;
			end
		else
			begin
				if (rw == 0)  
					begin
						data <= memory[address] ;
					end
				else if (rw == 1)  
					begin
						memory[address] <= data ;
					end
			end
	end
endmodule
File: /design/flow/run.sh
#!/bin/bash
# OpenROAD 26Q1-2900-gdf79404cd8, Yosys 0.63+post, stock flow scripts
make -C /OpenROAD-flow-scripts/flow DESIGN_CONFIG=/design/flow/config.mk WORK_HOME=/design/flow/orfs finish
File: /design/flow/config.mk
export PLATFORM = sky130hd
export DESIGN_NAME = sneh67
export DESIGN_NICKNAME = sneh67
export VERILOG_FILES = /design/flow/design.v
export SDC_FILE = /design/flow/constraint.sdc
export NUM_CORES = 4
export LEC_CHECK = 1
export CORE_UTILIZATION = 30
File: /design/flow/constraint.sdc
current_design sneh67

set clk_period 2.2
set clk_io_pct 0.2

create_clock -name clk0 -period $clk_period [get_ports {clk}]

set non_clock_inputs [all_inputs -no_clocks]
set_input_delay [expr $clk_period * $clk_io_pct] -clock clk0 $non_clock_inputs
set_output_delay [expr $clk_period * $clk_io_pct] -clock clk0 [all_outputs]
==> changes_impl.md <==
### Metrics

- First-pass GRT wire length: 8520 um
- Initial antenna violation count: 0
- Die X-Extent: 99.3 um
- Final Hold Vio Count: 0
- Skew final: 5.37 ps
- Crit Path Max Fanout: 10
- # setup viols final: 0
- # rows: 35
- Critical Path, Cell by Cell: clkdlybuf4s50_1
- Area Overhead vs Synth: 22.3%
- Total GRT Usage: 12.2%
- CTS Buf Count: 9
- Initial DRC Count: 62
- Crit path time final: 1840 ps
- Largest net degree at the start of global routing: 15
- DP Wirelength: 3630 um
- Dpl ws: 87.3 ps
- Number of global-route vias before repair: 1611
- DRT Pass-1 Iters: 4
- PwrDens: 821 nW/um^2
- Fill cells: 868
- WP buf/inv: 1
- Placed instance area: 3260 sq um
- Vias per std cell: 4.67
- Tightest Pin Transition: 458 ps
- Critical path arrival: 1400 ps
- Hold depth: 0
- Drt wl/cell: 16.0 um
- R2R setup slack: 1070 ps
- Final Cycle Share: 83.7%
- Peak VDD IR: 0.000353 V
- Kind of critical path: flop to primary output
- Clock transition at path regs: 70 ps
- Floorplan utilization: 30.9%
- Required time of the critical path: 1760 ps
- DRC viols: 0
- Core Box Area: 9200 sq um
- Die span in y: 99.3 um
- Sequential Area: 2080 sq um
- Status: finished clean
- Tool warnings: 28
- CP max stage delay: 540 ps
- Synthesized area: 2840 sq um
- R2r startpoint: memory[4][1]
- Die Footprint: 9860 sq um
- Yosys synthesis chip area: 2840 sq um
- Total gr overflow: 0
- Antenna-violating nets left: 0
- Mapped Avg Cell Area: 15.7 sq um
- Cells on worst reg2reg path: 3
- Root buffer cell: clkbuf_8
- Slowest cell on crit path: clkdlybuf4s50_1
- Layout cell share with drive strength beyond 1: 20.8%
- Rel. slew slack: 69.2%
- Logic area: 664 sq um
- Worst min-delay path endpoint: memory[4][6]
- Port Buffers: 13
- # IOs: 17
- Post-Synthesis Cells: 181
- Final Instance Area: 3470 sq um
- Fmax: 543 MHz
- Setup TNS Final: 0 ps
- # Post-CTS Setup Buffers: 0
- Slew Limit Fails: 0
- Deepest clock path buffer count: 2
- Yosys cell count: 181
- Clock latency (worst-skew pair): 350 ps
- Via count: 1573
- RSZ-0062 raised after global routing: no
- Hold buffer count at cts: 0
- Hold Path Class: flop to flop
- TritonCTS clock tree: built
- Final Worst Setup Slack: 359 ps
- Clock sinks: 72
- Final WL: 5380 um
- Pleak: 1.26 nW
- Ys flops: 72
- Post-CTS Resized: 0
- Cell Type Count: 21
- Max-cap violations: 0
- Gpl congestion: 0.806
- Synth Seq Share: 73.3%
- CP Capture Type: primary output
- ANT cells: 0
- Reg2Reg Capture Point: data[1]
- YS warnings: 1
- H-tree levels: 3
- Worst setup SP type: flop
- Hold path startpoint: data[6]
- Crit path max-delay family: buffers and inverters
## logic make-up (layout without fill, tap and decap cells)
kind of cell,Yosys count,in the layout,share of synthesized area [%]
DFF,72,72,73.3
and+or+nand+nor,34,34,5.33
muxes,32,32,11.3
AOI/OAI and AO/OA,24,24,6.34
buffers and inverters,19,64,3.79
## report_power, final
| group | switching, mW | internal, mW | leakage [nW] |
|---|---|---|---|
| combinational | 0.0803 | 0.0842 | 0.495 |
| clock | 0.495 | 0.639 | 0.110 |
| sequential | 0.0311 | 1.52 | 0.654 |
## metrics by stage
step / hold slack, ps / instances / utilization [%] / power (mW)
after global placement: 588 / 321 / 35.4 / 1.75
after detailed placement: 590 / 321 / 35.4 / 1.75
after floorplan: 522 / 181 / - / 1.67
final: 592 / 337 / 37.8 / 2.85
after CTS: 604 / 337 / 37.8 / 2.87
after global routing: 628 / 337 / 37.8 / 2.96
## cells in the mapped netlist
master | instances | area share [%]
clkbuf_2 | 1 | 0.18
dfxtp_1 | 8 | 5.6
buf_4 | 1 | 0.26
buf_1 | 1 | 0.13
clkbuf_1 | 1 | 0.13
nand3b_1 | 1 | 0.26
nand2b_1 | 3 | 0.66
nor4_1 | 2 | 0.44
nand2_1 | 3 | 0.40
o22ai_1 | 8 | 1.8
mux2i_1 | 32 | 11
or3b_1 | 1 | 0.31
inv_1 | 8 | 1.1
buf_2 | 4 | 0.70
nor2_1 | 23 | 3.0
o41a_1 | 8 | 3.2
edfxtp_1 | 64 | 68
a21oi_1 | 8 | 1.4
buf_8 | 1 | 0.53
buf_6 | 2 | 0.79
or2_2 | 1 | 0.22
## layout by cell type, fill, tap and decap left out, types with 2 or more instances in the layout
cell type / count
nor2_1: 23
edfxtp_1: 64
nor4_2: 2
dfxtp_1: 8
a21oi_1: 8
nand2_1: 3
clkinv_2: 2
inv_1: 8
buf_4: 26
nand2b_1: 3
clkdlybuf4s50_1: 12
clkbuf_8: 9
o41a_1: 8
bufinv_16: 2
o22ai_1: 8
mux2i_1: 32
## final cells by class
cell class	instances	share of cell area (%)
Sequential cell	72	59.9
Clock inverter	7	2.74
Tap cell	111	4.00
Inverter	8	0.864
Timing Repair Buffer	40	9.79
Multi-Input combinational cell	90	19.1
Clock buffer	9	3.57
## flip-flops by register name, indices dropped and copies added, names as in the netlist
signal and cells:
memory 64, data 8
## worst max path at each step
stage	cells past startpoint	slack, ps	start	to
after CTS	1	320	data[1]	data[1]
after global routing	1	270	data[0]	data[0]
final	1	360	data[1]	data[1]
## per-layer routing
layer / track usage (%) / wire length, um
met3: 4.72 / 400
met2: 19.1 / 2620
met4: 1.70 / 34
met1: 17.6 / 2330
met5: 0 / 0
Power is estimated from default activity; no workload was simulated.
