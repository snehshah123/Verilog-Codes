`config.mk`:
```
export PLATFORM = sky130hd
export DESIGN_NAME = sneh56
export DESIGN_NICKNAME = sneh56
export VERILOG_FILES = /design/flow/design.v
export SDC_FILE = /design/flow/constraint.sdc
export NUM_CORES = 4
export LEC_CHECK = 1
export CORE_AREA = 10 10 70 70
export DIE_AREA = 0 0 80 80
export SYNTH_MEMORY_MAX_BITS = 65536
```
`constraint.sdc`:
```
current_design sneh56

set clk_period 1.0
set clk_io_pct 0.2

create_clock -name clk0 -period $clk_period [get_ports {clk}]

set non_clock_inputs [all_inputs -no_clocks]
set_input_delay [expr $clk_period * $clk_io_pct] -clock clk0 $non_clock_inputs
set_output_delay [expr $clk_period * $clk_io_pct] -clock clk0 [all_outputs]
```
`design.v`:
```
module sneh56 (
	input [9:0]address ,
	input enable ,
	input clk ,
	output reg [7:0]data
	) ;
reg [7:0]memory[1023:0] ;
integer i ;
initial
	begin
		for (i = 0; i < 1024; i = i + 1) begin
			memory[i] = i ;
		end
	end
always @(posedge clk)
	begin
		if (enable == 1)
			begin
				data = 0 ;
			end
		else
			begin
				data <= memory[address] ;
			end
	end
endmodule
```
`run.sh`:
```
#!/bin/bash
# OpenROAD 26Q1-2900-gdf79404cd8, Yosys 0.63+post, stock flow scripts
make -C /OpenROAD-flow-scripts/flow DESIGN_CONFIG=/design/flow/config.mk WORK_HOME=/design/flow/orfs finish
```
==> results.env <==
FINAL.FILL_COUNT=389
PLACEDCELLCOUNT=79
CRIT_PATH_TOP_DELAY_CELL='sky130_fd_sc_hd__dfxtp_1'
PATH_CLASS_OF_THE_LOWEST_SLACK_MIN_DELAY_PATH='input port to flip-flop'
SYNTH_CHIP_AREA_UM2=210.2
HTREE_NUM_LEVELS=1
INITIAL_UTILIZATION=0.06154
TIMING.CRITICAL_PATH.FROM_TYPE='flip-flop'
GRT_PASS1_WL_UM=931
DIE_WIDTH_UM=80
WORSTPATHCELLLIST='dlygate4sd2_1'
TIMING.FINAL.MAX_SLEW_VIOLATIONS=0
CRITPATHCAPTURETYPE='output pin'
TOP_CELL_AREA_SHARE=0.7619
LAYOUT_TOP_REGISTERS='data (8)'
TIMING.CRITICAL_PATH.MAX_DELAY_FAMILY='flip-flops'
CTS.REPORTEDPATHS.CLKPINSLEW_PS=50
ROUTE.DETAILED.DRC=0
CP.REQUIRED_PS=800
TIMING.HOLD.WS_PS=511.1
DESIGN.CORE.AREA_MM2=0.003416
FINALCOREUTILIZATION=0.1344
DPL-INSTANCE-AREA_UM2=437.9
SYN_AREA_UM2=210.2
NUMBER_OF_ANTENNA_REPAIR_DIODES=0
GLOBALROUTETOTALUTIL=0.01859
FLOP_AND_LATCH_COUNT_OUT_OF_SYNTHESIS=8
IOS=20
GRT-OVFL-TOTAL=0
GP_ROUTABILITY_CONGESTION=0.6460
CTS_BUFS_INSERTED=3
MAX_CLOCK_FREQ_MHz=1036
FP.DIEH_UM=80
POWER.LEAKAGE_nW=0.1768
LAYOUT_WORST_PATH_CYCLE_SHARE=0.9649
INITIAL_ANTENNA_VIOLATION_COUNT=0
POST_SYNTH_INST_COUNT=16
ANTENNA_LEFT=0
FINAL_CRITICAL_PATH_SETUP_SLACK_PS=35.13
SYNTHDOMINANTAREACELLTYPE='sky130_fd_sc_hd__dfxtp_1'
MAX_FLOP_REGISTER='data'
ROUTE.VIAS.TOTAL=175
POWER_DENSITY_mW_PER_MM2=1390
DRV.MAX_CAP_VIOLATION_COUNT=0
LARGEST_REG_FLOPS=8
FINAL_HOLD_VIOL_COUNT=0
TIMING.HOLD.WORST.START='address[2]'
YOSYS_CELL_COUNT=16
WHS_ENDPOINT='data[2]$_SDFF_PP0_'
VIAS_IN_THE_FIRST_GLOBAL_ROUTE=194
CTS-ROOT-TO-SINK-BUFFERS=2
POST-ROUTE-MIN-PERIOD_PS=964.9
AREA.GROWTH.SYNTH_TO_FINAL_PCT=118.5
CLOCK-SINKS=8
WORSTPATHARRIVAL_PS=760
CTS_ROOT_BUFFER='sky130_fd_sc_hd__clkbuf_4'
FLOORPLAN.ROWS=21
SYNTH.AVG_CELL_AREA_UM2=13.14
CTS_TREE='built'
WORSTMARGINPINSLEW_PS=275.3
PRE_CTS_SLACK_PS=-56.59
VDD_IR_DROP_MAX_V=0.0001807
WARNING_TOTAL_ACROSS_THE_STAGE_LOGS=27
MOST-COMMON-LAYOUT-CELLS='9 x sky130_fd_sc_hd__clkdlybuf4s50_1, 8 x sky130_fd_sc_hd__nor2b_1, 6 x sky130_fd_sc_hd__dfxtp_1, 5 x sky130_fd_sc_hd__clkdlybuf4s15_1'
FINAL_LAYOUT_SIZE_SUFFIX_GT1_FRAC=0.1389
LEADING_CELL_TYPES_BY_TOTAL_AREA_AFTER_SYNTHESIS='sky130_fd_sc_hd__dfxtp_1 76%, sky130_fd_sc_hd__nor2b_1 24%'
DR.FIRST_ITER.DRC_COUNT=1
COUNT_OF_SYNTHESIS_STAGE_WARNINGS_FROM_YOSYS=1
IO_BUFFERS=17
MAXIMUM_NUMBER_OF_PINS_ON_ONE_NET_BEFORE_GLOBAL_ROUTE_REPAIR=9
ROUTE.DETAILED.VIAS_PER_INST=2.134
DRT-PASS1-ITER-COUNT=2
TIMING.CRITICAL_PATH.SLOWEST_CELL_DELAY_PS=290
WIRE_PER_INST_UM=8.061
FINALWIRELENGTH_UM=661
RESULT_OF_THE_RUN='finished, final reports clean'
RSZ0062_AT_GRT='false'
YOSYS.CELL_TYPES.COUNT=2
WORSTPATHBUFFERINVERTERCOUNT=1
YOSYS.STAT.SEQSHARE=0.7619
FINAL_COMMON_CELL='sky130_fd_sc_hd__clkdlybuf4s50_1'
SLEW-LIMIT-HEADROOM=0.8159
POSTLAYOUTCELLAREA_UM2=459.2
TIMING.FINAL.SETUP_VIOLATIONS=0
WORST-SETUP-PATH-TYPE='flip-flop to output pin'
DIE-AREA_MM2=0.006400
WORST_PATH_MAX_FANOUT=1
HOLD_PATH_CELL_CNT=2
FINISH.CELL_COUNT_WITHOUT_FILLERS=82
## metal layers
layer,up-vias,track usage,part of all wire
li1,89,-,-
met1,78,0.01545,0.29
met2,6,0.03612,0.62
met3,2,0.005682,0.050
met4,0,0.01232,0.032
met5,-,0,0
## worst max path at each step
stage,depth (start not counted),slack [ps],startpoint,to
final,1,40,data[3]$_SDFF_PP0_,data[3]
after CTS,1,10,data[2]$_SDFF_PP0_,data[2]
after global routing,1,3,data[3]$_SDFF_PP0_,data[3]
## cell usage after synthesis
| cell | instances |
|---|---|
| sky130_fd_sc_hd__dfxtp_1 | 8 |
| sky130_fd_sc_hd__nor2b_1 | 8 |
## cell families after synthesis
logic type / after synthesis / synth area share
and+or+nand+nor: 8 / 0.2381
DFF: 8 / 0.7619
## repair_timing
action / 4_1_cts / 5_1_grt
pin swaps: 0 / 0
gates resized: 8 / 7
hold buffers: 0 / 0
setup buffers: 0 / 0
hold endpoints to repair: 0 / 0
setup endpoints to repair: 8 / 5
## report_power, final
part	internal [mW]	total, mW	switching (mW)
clock	0.136	0.227	0.0914
sequential	0.338	0.342	0.00400
combinational	0.0557	0.0695	0.0137
total	0.529	0.638	0.109
## layout make-up
class	instances	area [um2]	share of cell area
Timing Repair Buffer	17	166.4	0.3624
Clock buffer	3	22.52	0.04905
Multi-Input combinational cell	8	50.05	0.1090
Tap cell	46	57.56	0.1253
Sequential cell	8	162.7	0.3542
## per-stage QoR
stage / setup TNS (ps) / power [mW]
global route: 0 / 0.6693
global placement: -211.3 / 0.4270
finish: 0 / 0.6385
CTS: 0 / 0.6487
floorplan: 0 / 0.3528
detailed placement: -368.3 / 0.4277
Power figures rest on the tool's default switching activity, not on a simulated workload.
